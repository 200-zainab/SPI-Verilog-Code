$ cat ./config.mk
export PLATFORM = sky130hd
export DESIGN_NAME = SPI_WRAPPER
export DESIGN_NICKNAME = SPI_WRAPPER
export VERILOG_FILES = /design/flow/design.v
export SDC_FILE = /design/flow/constraint.sdc
export NUM_CORES = 4
export LEC_CHECK = 1
export CORE_UTILIZATION = 40
$ cat ./constraint.sdc
current_design SPI_WRAPPER

set clk_period 14.0
set clk_io_pct 0.2

create_clock -name clk0 -period $clk_period [get_ports {clk}]

set non_clock_inputs [all_inputs -no_clocks]
set_input_delay [expr $clk_period * $clk_io_pct] -clock clk0 $non_clock_inputs
set_output_delay [expr $clk_period * $clk_io_pct] -clock clk0 [all_outputs]
$ cat ./design.v
module RAM #(parameter ADDR_SIZE=8,
		    parameter MEM_DEPTH=256)(
    input            clk,
    input            rst_n,
    input      [9:0] din,
    input            rx_valid,
    output reg [7:0] dout,
    output reg       tx_valid
);
reg [ADDR_SIZE-1:0] MEM [0:MEM_DEPTH-1];
reg [ADDR_SIZE-1:0] ADDR;
always @(posedge clk or negedge rst_n)
begin 
    if (!rst_n) begin 
        dout     <= 0;
        ADDR     <= 0;
        tx_valid <= 0;
    end
    else begin 
        if(rx_valid) begin 
            if (din[9:8] == 2'b00) begin 
               ADDR <= din [7:0];
               tx_valid <= 0;
               dout <= 0;
            end
            else if (din [9:8] == 2'b01)
            begin 
            MEM[ADDR] <= din[7:0];
             tx_valid <= 0;
               dout <= 0;
            end 
            else if (din [9:8] == 2'b10)
            begin 
                ADDR <= din [7:0];
                 tx_valid <= 0;
               dout <= 0;
            end
            else if (din[9:8] == 2'b11)
           begin 
           dout <= MEM[ADDR];
           tx_valid <= 1;
          end
        end 
    end 
end
endmodule
module SPI_SLAVE(
    input            clk,
    input            rst_n,
    input            MOSI,
    input            SS_n,
    input      [7:0] tx_data,
    input            tx_valid,
    output reg [9:0] rx_data,
    output reg       rx_valid,
    output reg       MISO
);
localparam IDLE      = 3'b000;
localparam CHK_CMD   = 3'b001;
localparam WRITE     = 3'b011;
localparam READ_ADD  = 3'b010;
localparam READ_DATA = 3'b110;
reg [2:0] cs, ns;
reg [7:0] tx_shift;
reg signed [3:0] counter;
reg       read_add_flg;
reg [9:0] P_rx_data;
always @(posedge clk or negedge rst_n) begin
    if (!rst_n)
        cs <= IDLE;
    else
        cs <= ns;
end
always @(*) begin
    case(cs)
        IDLE:      ns = (SS_n == 0) ? CHK_CMD : IDLE;
        CHK_CMD: begin
            if (SS_n == 0 && MOSI == 0)
                ns = WRITE;
            else if (SS_n == 0 && MOSI == 1 && !read_add_flg)
                ns = READ_ADD;
            else if (SS_n == 0 && MOSI == 1 && read_add_flg)
                ns = READ_DATA;
            else
                ns = IDLE;
        end
        WRITE:      ns = (SS_n == 0) ? WRITE : IDLE;
        READ_ADD:   ns = (SS_n == 0) ? READ_ADD : IDLE;
        READ_DATA:  ns = (SS_n == 0) ? READ_DATA : IDLE;
        default:    ns = IDLE;
    endcase
end
always @(posedge clk or negedge rst_n) begin
    if (!rst_n) begin
        rx_data      <= 0;
        rx_valid     <= 0;
        MISO         <= 0;
        counter      <= -1;
        read_add_flg <= 0;
        tx_shift     <= 0;
         P_rx_data <=0;
    end else begin
        rx_valid <= 0;    
        case (cs)
            IDLE: begin
                rx_data      <= 0;
                MISO         <= 0;
                counter      <= -1;
                rx_valid <= 0; 
                tx_shift     <= 0;
                 P_rx_data <=0;
            end
            WRITE: begin
                counter <= counter + 1;
                P_rx_data <= {P_rx_data[8:0], MOSI};
                if (counter == 4'd9) begin
                    rx_valid <= 1;
                    rx_data  <= P_rx_data;
                    counter  <= -1;
                end
            end
            READ_ADD: begin
                counter <= counter + 1;
                P_rx_data <= {P_rx_data[8:0], MOSI};
                if (counter == 4'd9) begin
                    rx_valid <= 1;
                    rx_data  <= P_rx_data;
                    counter  <= -1;
                    read_add_flg <= 1;
                end
            end
            READ_DATA: begin
                if (tx_valid) begin
                    rx_valid     <= 0;
                    if (counter == -1) begin
                        tx_shift <= tx_data;   
                        counter  <= 4'd7;
                    end else begin
                        MISO     <= tx_shift[0];
                        tx_shift <= tx_shift >> 1;
                        counter  <= counter - 1;
                    end
                end
                else begin 
                          counter <= counter + 1;
                P_rx_data <= {P_rx_data[8:0], MOSI};
                if (counter == 4'd9) begin
                    rx_valid     <= 1;
                    counter      <= -1;
                    read_add_flg <= 0;
                    rx_data  <= P_rx_data;
                end
            end
            end
        endcase
    end
end
endmodule
module SPI_WRAPPER(
  input    MOSI,
  input    clk,
  input    rst_n,
  input    SS_n,
  output   MISO
);
wire        rx_valid, tx_valid;
wire [9:0]  rx_data;
wire [7:0]  tx_data;
SPI_SLAVE SPISLAVE (
    .clk(clk),
    .rst_n(rst_n),
    .MOSI(MOSI),
    .rx_data(rx_data),
    .tx_data(tx_data),
    .SS_n(SS_n),
    .rx_valid(rx_valid),
    .tx_valid(tx_valid),
    .MISO(MISO)
);
RAM #(
    .ADDR_SIZE(8),
    .MEM_DEPTH(256)
) ram_mem (
    .clk(clk),
    .rst_n(rst_n),
    .din(rx_data),
    .dout(tx_data),      
    .rx_valid(rx_valid),
    .tx_valid(tx_valid)
);
endmodule
$ cat ./run.sh
#!/bin/bash
# OpenROAD 26Q1-2900-gdf79404cd8, Yosys 0.63+post, stock flow scripts
make -C /OpenROAD-flow-scripts/flow DESIGN_CONFIG=/design/flow/config.mk WORK_HOME=/design/flow/orfs finish
==> Slide: Implementation Results <==
Key Metrics from the Run

Global routing
  • Initial antenna violation count: 98
  • Total Routing Usage GR: 0.540
  • Vias in the first global route: 55,800
  • GRT overflow: 0
  • First-pass GRT wire length: 612,000 um
  • Largest net degree at the start of global routing: 92

Timing
  • Fin crit period: 6.09 ns
  • Final hold violations: 0
  • RSZ-0062 raised after global routing: false
  • Final worst slack: 7.91 ns
  • Clock Skew: 0.0431 ns
  • Fmax: 164 MHz
  • Rel. slew slack: 0.0325
  • Setup_tns: 0 ns
  • Final Cycle Share: 0.435
  • Worst Max-Slew Pin Slew: 1.45 ns
  • Final hold slack: 0.491 ns
  • Setup violators final: 0
  • Slew Viols, Final: 0

Logic synthesis
  • FFs w/ async S/R, synth: 0.0271
  • Synth Flop Type: edfxtp_1
  • Post-synth EDFFs: 2,048
  • Cell Type Count: 70
  • Largest type area fraction: 0.775
  • Yosys stat cell total: 4,780
  • Synth Cell Area: 79,400 sq um
  • Area leader, netlist: edfxtp_1
  • Top cells, area: edfxtp_1 (77%), a22oi_1 (4.8%), nor2_1 (1.7%), dfrtp_1 (1.6%), a32oi_1 (1.5%)
  • Post-Synthesis Cells: 4,780
  • YS warnings: 3
  • Post-synth area from yosys stat: 79,400 sq um
  • Seq share, synth: 0.793
  • Synth flops: 2,105
  • Average size of a mapped cell: 16.6 sq um

Critical path
  • RR Endpoint: ram_mem.dout[5]
  • CP max FO: 59
  • FF-to-FF path depth: 11
  • Worst R2R Setup Slack: 8.24 ns
  • CP max stage delay: 1.14 ns
  • Crit path DRT: 14.61 ns
  • Arr. time, crit path: 6.70 ns
  • Critical-path cell list: buf_2 -> buf_4 -> and4b_1 -> buf_4 -> nand2_1 -> nor2_1 -> buf_4
  • Delay-heaviest family, CP: simple AND/OR/NAND/NOR gates
  • Setup CP Type: in2reg
  • Crit path top cell by count: buf_4
  • Reg2Reg Launch Point: ram_mem.ADDR[5]
  • Crit. End Element: register
  • Crit-path slowest cell: nor2_1
  • Worst setup SP type: input pin
  • CP bufs+invs: 4

Detailed routing
  • DR vias: 55,800
  • Post-route ant nets: 0
  • Drt wl/cell: 60.8 um
  • DRC viols: 0
  • DRT iter0 DRCs: 6,101
  • First-pass DRT Iterations: 6
  • Routed wire length: 489,000 um
  • Number of vias per cell: 6.93

Power and ir drop
  • Peak supply drop: 0.119 mV
  • LEAKAGE: 0.0284 uW
  • Pwr dens: 140 nW/um^2

Run
  • Max-cap check violation count: 0
  • Tool warnings: 28

Floorplanning
  • Die width: 447 um
  • Core Area: 197,000 sq um
  • Chip area: 200,000 sq um
  • Die Y: 447 um
  • Row cnt: 163
  • IO Count: 5
  • Fp util: 0.402

Layout
  • Layout Utilization: 0.472
  • Filler cells: 16,700
  • Most numerous logic cell after layout: edfxtp_1
  • Layout cell share with drive strength beyond 1: 0.171
  • Top cells excl fill/tap: edfxtp_1 (2,048), a22oi_1 (508), buf_4 (461), nor2_1 (352), clkbuf_16 (221)
  • Final Instance Area: 93,200 sq um
  • Area Growth Syn to Fin: 17.4%

Hold path
  • Hold Startpoint: SPISLAVE.tx_shift[3]
  • Hold/Removal Path Class: reg2reg
  • Hold Path Depth: 2
  • Hold endpoint: SPISLAVE.tx_shift[3]

Run status
  • Run status: finished clean

Clock tree
  • CTS Buf Count: 220
  • Clk pin slew, worst setup/hold paths: 0.06 ns
  • CTS tree: built
  • Clock Tree Buf Depth: 3
  • Clock Sinks: 2,105
  • Clk Latency, worst-skew pair: 0.90 ns
  • # H-tree levels: 4
  • Hold-fix buffers, CTS: 0
  • Clk root buf: clkbuf_16
  • Post-CTS setup repair buffer count: 0
  • Post-cts resize count: 0

Place
  • Pre-CTS setup slack: 7.24 ns
  • Routability cong.: 1.14
  • PortBufs: 4
  • Placed Area: 85,400 sq um
  • Hpwl dp: 357,000 um
==> per-layer routing <==
layer  track usage  wire length [um]
met5         0.264              5560
met4         0.373             45600
met3         0.473             99600
met2         0.660            195000
met1         0.582            144000
==> cell usage after synthesis (55+ instances only) <==
cell / number
buf_1: 55
a22oi_1: 508
o22ai_1: 109
buf_2: 66
and3_1: 56
clkbuf_1: 206
nor3_1: 74
nor2_1: 358
nor4_1: 59
edfxtp_1: 2048
a22o_1: 130
a32oi_1: 134
nand2_1: 130
a21oi_1: 133
nand3_1: 183
nand4_1: 99
==> area by class of cell <==
cell class	instances	area [sq um]	area share
clock inverters	147	1800	0.0193
flip-flops and latches	2105	63000	0.676
repair buffers	473	3660	0.0392
diodes	79	198	0.00212
clock buffers	269	5780	0.0621
inverters	7	26.3	0.000282
well taps	2640	3300	0.0355
multi-input cells	2328	15400	0.166
==> flip-flops by register name, summed over array words and instances (netlist names) <==
register / cells
SPISLAVE.rx_valid: 1
SPISLAVE.MISO: 1
ram_mem.ADDR: 8
SPISLAVE.rx_data: 10
SPISLAVE.tx_shift: 8
ram_mem.MEM: 2048
ram_mem.tx_valid: 1
SPISLAVE.read_add_flg: 1
SPISLAVE.counter: 4
SPISLAVE.cs: 5
SPISLAVE.P_rx_data: 10
ram_mem.dout: 8
==> tightest hold or removal path, delay by kind of cell (launching register included) <==
kind	cells	cell delay, ns
simple gates	1	0.05
flops	1	0.34
compound gates	1	0.06
==> kinds of logic after synthesis <==
group,share of synthesized area
fa+ha+maj,0.000473
simple gates,0.0689
mux,0.00203
compound gates,0.117
buf+inv,0.0184
flops,0.793
xor+xnor,0.000110
==> stage by stage <==
| step | cells | power [uW] |
|---|---|---|
| floorplan | 4780 | 7010 |
| global placement | 7553 | 7040 |
| detailed placement | 7553 | 7040 |
| CTS | 7969 | 13100 |
| global route | 8018 | 13300 |
| finish | 8048 | 13100 |
==> how the worst max path moves through the flow <==
stage / end / from / slack [ns] / cells past startpoint
4_1_cts: ram_mem.MEM[241][2] / rst_n / 8.17 / 7
5_1_grt: ram_mem.MEM[241][2] / rst_n / 8.05 / 7
6_report: ram_mem.MEM[241][5] / rst_n / 7.91 / 7
==> power by group <==
group | switching (uW) | total, uW | internal (uW)
combinational | 44.9 | 68.3 | 23.3
clock | 2640 | 6170 | 3530
sequential | 13.4 | 6840 | 6820
Power and IR drop assume default switching activity.
